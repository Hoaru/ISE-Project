==> run.sh <==
#!/bin/bash
# OpenROAD 26Q1-2900-gdf79404cd8, Yosys 0.63+post, stock flow scripts
make -C /OpenROAD-flow-scripts/flow DESIGN_CONFIG=/design/flow/config.mk WORK_HOME=/design/flow/orfs finish
==> config.mk <==
export PLATFORM = sky130hd
export DESIGN_NAME = NPC
export DESIGN_NICKNAME = NPC
export VERILOG_FILES = /design/flow/design.v
export SDC_FILE = /design/flow/constraint.sdc
export NUM_CORES = 4
export LEC_CHECK = 1
export CORE_UTILIZATION = 40
==> constraint.sdc <==
current_design NPC

set clk_period 10.3
set clk_io_pct 0.2

create_clock -name clk0 -period $clk_period

set non_clock_inputs [all_inputs -no_clocks]
set_input_delay [expr $clk_period * $clk_io_pct] -clock clk0 $non_clock_inputs
set_output_delay [expr $clk_period * $clk_io_pct] -clock clk0 [all_outputs]
==> design.v <==
module NPC(pc,addr,aaaaaoffset,npcctrol,npc);
input [31:0]pc;
input [25:0]addr;
input [15:0]aaaaaoffset;
input [1:0]npcctrol;
output reg [31:0]npc;
reg [31:0]plusfour;
reg [31:0]offsetextend;
always@(*)
  begin
    plusfour[31:0]=pc[31:0]+32'h00000004;
    case(npcctrol)
	   2'b00:npc[31:0]=plusfour[31:0];
		2'b01:
		  begin
		    npc[31:28]=plusfour[31:28];
			 npc[27:2]=addr[25:0];
			 npc[1:0]=2'b00;
		  end
		2'b10:
		  begin
			 offsetextend[15:0]=aaaaaoffset[15:0];
		    offsetextend[31:16]=16'h0000;
			 offsetextend=offsetextend*4;
			 npc=offsetextend+plusfour;
		  end
		default:npc=32'h00000000;
	 endcase
  end
endmodule
==> reports/qor.csv <==
stage;metric;value;unit
power_and_ir_drop;p_leak;1.34;nW
final_layout;final_cell_mix;clkdlybuf4s50_1 (107), nand2_1 (28), nor2_1 (28), a21oi_1 (28), xor2_1 (23);
clock_network;cts_hold_repair.buffers;0;
critical_path;start_kind;primary input;
timing;setup_slack;1220;ps
run_status;status;finished clean;
worst_hold_path;min_path_cells;3;
timing;maxSlewHeadroom;44.6;%
route;post_drt_wl_per_cell;14.5;um
placed_design;io_buffers;108;
critical_path;cp_data_required_time;8240;ps
critical_path;cp-end-kind;primary output;
synthesis;ys_chip_area;2350;sq um
placed_design;gp_congestion;0.939;
synthesis;synth_area;2350;sq um
synthesis;synth_cell_types;58;
power_and_ir_drop;switching_share;44.2;%
clock_network;postCtsSetupBuffers;0;
route;routed_wl;7460;um
placed_design;dpl_cell_area;3480;sq um
final_layout;layout-drive-gt1-share;4.31;%
global_routing;grt_start_max_net_pins;57;
clock_network;postCtsResizedCells;0;
power_and_ir_drop;pwr-share-seq;0;%
final_layout;final_core_utilization;62.5;%
global_routing;grt_pass1_vias;2576;
synthesis;ys_seq_share;0;%
route;first_pass_iters;4;
final_layout;fillers;520;
synthesis;ys_sh_simple;33.2;%
synthesis;largest_area_cell;ha_1;
synthesis;synth.avg_cell_area;6.84;sq um
final_layout;regArea;0;sq um
power_and_ir_drop;power.density;45.1;nW/um^2
route;drc;0;
job;max-cap-violations;0;
timing;finalHoldViolations;0;
final_layout;lay_top_count;clkdlybuf4s50_1;
floorplanning;die-area;6180;sq um
global_routing;antenna_found_initial;0;
placed_design;place_worst_setup_slack;1270;ps
power_and_ir_drop;power;157;uW
timing;rsz0062_at_grt;false;
power_and_ir_drop;comb_power_share;100.0;%
synthesis;ys.warnings.count;1;
timing;slew_viol_final;0;
timing;fmax;0.110;GHz
synthesis;logic_family;simple AND/OR/NAND/NOR gates;
global_routing;grt_pass1_wl;12300;um
floorplanning;rows;27;
synthesis;ys_sh_aoi;28.6;%
floorplanning;dieHeight;78.6;um
synthesis;ys_sh_adder;11.0;%
route;first_iter_violations;147;
route;antenna_left;0;
timing;min_period;9080;ps
timing;setup_viol;0;
timing;worst_pin_slew;810;ps
synthesis;mux_area_share;7.79;%
critical_path;cp_max_fo;8;
final_layout;clock_buffers;0;
timing;period_used_share;88.1;%
timing;setup_tns;0;ps
floorplanning;core;5570;sq um
floorplanning;initCoreUtil;42.1;%
job;openroad.warnings;35;
final_layout;ff_count;0;
route;diodes;0;
route;avgViaCountPerCell;5.70;
global_routing;track_usage;24.6;%
power_and_ir_drop;vdd_drop_max;0.0257;mV
power_and_ir_drop;pwr-share-clk;0;%
final_layout;design_area;3480;sq um
synthesis;top_area_share;10.1;%
floorplanning;num_io_pins;108;
critical_path;critical_path_class;in2out;
synthesis;ys_cells;343;
route;vias;2922;
floorplanning;dieWidth;78.6;um
worst_hold_path;hp-class;in2out;
global_routing;overflow;0;
final_layout;area_delta_synth_final;48.5;%
power_and_ir_drop;p_int;87.7;uW
synthesis;top_cells_by_area;ha_1 (10%), xor2_1 (8.6%), xnor2_1 (7.1%);
critical_path;arrival;7020;ps
final_layout;comb_area;2260;sq um
synthesis;synthCells;343;
power_and_ir_drop;switchingPower;69.4;uW
synthesis;xor_area_share;15.7;%
placed_design;dpl.hpwl;5950;um
## Yosys cell counts (all sizes together), types with 8 or more instances
cell type,count
a21oi,28
clkbuf,8
ha,19
inv,9
mux2i,16
nand2,28
nand2b,9
nand3,17
nand4,11
nor2,28
nor3,13
o211ai,9
o21ai,12
o22ai,16
xnor2,19
xor2,23
## metal layers
layer  wire [um]  vias to the layer above  global-route usage [%]
li1            -                     1506                       -
met1        3600                     1311                    35.9
met2        3330                      101                    41.7
met3         505                        4                    1.53
met4          33                        0                    1.11
met5           0                        -                       0
## critical path: stages
cell and delay (ps):
clkdlybuf4s50_1 640, nand2_1 140, nor2_1 290, and3_1 240, nand3_1 100, xnor2_1 250
ha_1 310, a21o_1 160, a221o_1 350, a2111oi_0 740, o31ai_1 200, o21a_1 300
o21ai_2 300, mux2_2 370, o221ai_1 60, clkdlybuf4s50_1 490
## per-stage QoR
step / hold WS [ps] / instances
2_1_floorplan: 4180 / 343
3_3_place_gp: 5040 / 513
3_5_place_dp: 5050 / 513
4_1_cts: 5050 / 513
5_1_grt: 5080 / 513
6_report: 5040 / 513
## power groups by stage
stage	Clock, mW	Combinational (mW)	Sequential (mW)
after CTS	0	0.157	0
after global routing	0	0.173	0
final	0	0.157	0
## cell families (layout without fill, tap and decap cells)
group                      Yosys count  after routing
buffers and inverters               23            121
xor gates and xnor gates            42             42
and+or+nand+nor                    141            141
adders and majority gates           20             20
AOI/OAI and AO/OA                   99             99
muxes                               18             18
## layout make-up
class,count,area share [%]
inverters,10,1.08
well taps,72,2.59
repair buffers,111,31.5
multi-input cells,320,64.8
## worst paths after layout
check  startpoint  endpoint
min         pc[1]    npc[1]
max         pc[2]   npc[27]
Power is estimated from default activity; no workload was simulated.
